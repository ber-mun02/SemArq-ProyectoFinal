[design/flow/design.v]
`timescale 1ns/1ns
module add_4 (
	input [31:0]instruccionIn,
	output [31:0]instruccionOut
);
assign instruccionOut = instruccionIn + 4;
endmodule
[design/flow/constraint.sdc]
current_design add_4

set clk_period 5.5
set clk_io_pct 0.2

create_clock -name clk0 -period $clk_period

set non_clock_inputs [all_inputs -no_clocks]
set_input_delay [expr $clk_period * $clk_io_pct] -clock clk0 $non_clock_inputs
set_output_delay [expr $clk_period * $clk_io_pct] -clock clk0 [all_outputs]
[design/flow/config.mk]
export PLATFORM = sky130hd
export DESIGN_NAME = add_4
export DESIGN_NICKNAME = add_4
export VERILOG_FILES = /design/flow/design.v
export SDC_FILE = /design/flow/constraint.sdc
export NUM_CORES = 4
export LEC_CHECK = 1
export CORE_AREA = 10 10 70 70
export DIE_AREA = 0 0 80 80
[design/flow/run.sh]
#!/bin/bash
# OpenROAD 26Q1-2900-gdf79404cd8, Yosys 0.63+post, stock flow scripts
make -C /OpenROAD-flow-scripts/flow DESIGN_CONFIG=/design/flow/config.mk WORK_HOME=/design/flow/orfs finish
==> results.toml <==
# flow metrics
[final_timing]
relSlewSlack_pct = 66.5
fin_crit_sh_pct = 80.4
final.min_clock_period_ns = 4.42
worst_slew_pin_slew_ns = 0.498
finalSetupViolCount = 0
slew_violations = 0
finalHoldViolCount = 0
fmax_ghz = 0.226
fin_setup_tns_ns = 0
rsz0062_at_grt = "false"

[layout]
fillers = 348
area_growth_pct = 111
drive_gt1_share_pct = 4.96
clockBufferCount = 0
seq_cells = 0
seqCellArea_um2 = 0
final_cell_count_no_fill = 187
mi_logic_area_um2 = 558

[clock_tree]
cts_resized = 0
postCtsHoldBufs = 0
post-cts-setup-buffer-count = 0

[logic_synthesis]
postSynthSeqShare_pct = 0
yosys-top-cells-count = "xnor2_1, nand2_1, nand3_1"
ys_sh_xor_pct = 42.2
ys_area_um2 = 581
syn_area_um2 = 581
synth-adder-area-share_pct = 2.16
ys_types = 18
netlist_logic_family_top = "simple AND/OR/NAND/NOR gates"
syn_inst = 83
top_cell = "xnor2_1"
ys_cells = 83
simple_gate_area_share_pct = 51.7
top_area_share_pct = 31.7
ys_sh_aoi_pct = 0
yosys_warnings = 0
largest_area_cell = "xnor2_1"
topCellsByArea = "xnor2_1, xor2_1, nand4_1"
muxShareOfSynthArea_pct = 0
syn_area_per_cell_um2 = 6.99

[min_path]
hold_path_class = "in -> out"
min_delay_path_depth = 0
holdPathEnd = "instruccionOut[0]"
min_from = "instruccionIn[0]"

[floorplan]
die_x_um = 80
core_um2 = 3420
ios = 64
die_y_um = 80
fp_util_pct = 17.0
num_rows = 21
die_area_um2 = 6400

[setup_path]
cp_max_fo = 8
cp-start-kind = "primary input"
worstPathArrival_ns = 3.32
cp_data_required_time_ns = 4.40
end_kind = "primary output"
path_class = "in -> out"

[route]
drt-wirelength-per-cell_um = 12.1
drtIter0Drc = 36
ant_nets = 0
drcViolationCount = 0
num_antenna_cells = 0
vias = 775
first_pass_iters = 5
routed_wl_mm = 2.27
vias_per_cell = 4.14

[global_route]
grt_pass1_vias = 822
grt_first_pass_wirelength_mm = 3.84
antenna_found_initial = 0
grt_max_degree = 9
grt_overflow = 0
grt_usage_pct = 7.11

[flow_run]
cap_violations = 0
tool_warnings = 32

[placed_design]
gp_congestion = 0.734
portBuffers = 60
hpwl_mm = 2.03
dp.cells = 187

[power]
p_leak_nw = 0.423
p_per_area_nw_per_um2 = 56.9
vdd_drop_max_uv = 29.1

[outcome]
status = "finished, final reports clean"
[layout make-up]
class,instances,area share [%]
multi-input cells,79,45.6
inverters,2,0.613
well taps,46,4.70
repair buffers,60,49.1
[routing by layer]
| metal | vias to the layer above | GRT usage (%) | wire length [µm] |
|---|---|---|---|
| met4 | 0 | 0 | 0 |
| met3 | 0 | 3.30 | 325 |
| met5 | - | 0 | 0 |
| met2 | 30 | 12.0 | 1080 |
| met1 | 333 | 8.57 | 860 |
| li1 | 412 | - | - |
[report_power, final]
part / switching, mW / internal, mW
sequential: 0 / 0
clock: 0 / 0
combinational: 0.0213 / 0.0483
[placed cells by master (no fill, tap or decap), drive strengths merged, types with 2 or more instances in the layout]
cell type and instances:
nand4 10, xor2 7, xnor2 21, inv 2, nor4 2, clkdlybuf4s50 60, nand2 10, nor2 7
nand3 11, and3 2, nor3 3, and4 2, or2 2
[per-stage QoR]
step	cell area (µm²)	setup slack, ns	total power [mW]	util (%)	hold WS [ns]
6_report	1220	1.08	0.0696	35.8	2.20
4_1_cts	1220	1.03	0.0711	35.8	2.20
3_5_place_dp	1220	1.03	0.0705	35.8	2.20
3_3_place_gp	1220	1.09	0.0702	35.8	2.20
2_1_floorplan	581	2.33	0.0135	-	2.21
5_1_grt	1220	0.855	0.0764	35.8	2.20
[cell families after synthesis]
group / Yosys count
buf+inv: 4
fa+ha+maj: 1
xor+xnor: 28
simple gates: 50
[how the worst max path moves through the flow]
stage                           endpoint             start  cells after the start  slack (ns)
after CTS             instruccionOut[28]  instruccionIn[2]                      7        1.03
after global routing  instruccionOut[28]  instruccionIn[2]                      7        0.85
final                 instruccionOut[28]  instruccionIn[2]                      7        1.08
[worst max-delay path: stages]
cell and delay (ns):
clkdlybuf4s50_1 0.53, ha_1 0.20, nand3_1 0.22, nor4_4 0.44
nand4_1 0.18, xnor2_1 0.16, clkdlybuf4s50_1 0.48
Power and IR drop assume default switching activity.
